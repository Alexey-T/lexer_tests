**flow/design.v**
```verilog
module BitCounter (inbyte, numones);
input [7:0] inbyte;
output [3:0] numones;
reg [3:0] numones;
always @ (inbyte)
	numones <= CountTheOnes( inbyte );
function [3:0] CountTheOnes;
	input [7:0] value;
	integer k, acc;
	begin
		acc = 0;
		for (k=0; k<8; k=k+1)
			if (value[k])
				acc = acc + 1;
		CountTheOnes = acc;
	end
endfunction
endmodule
```
**flow/run.sh**
```bash
#!/bin/bash
# OpenROAD 26Q1-2900-gdf79404cd8, Yosys 0.63+post, stock flow scripts
make -C /OpenROAD-flow-scripts/flow DESIGN_CONFIG=/design/flow/config.mk WORK_HOME=/design/flow/orfs finish
```
**flow/config.mk**
```make
export PLATFORM = sky130hd
export DESIGN_NAME = BitCounter
export DESIGN_NICKNAME = BitCounter
export VERILOG_FILES = /design/flow/design.v
export SDC_FILE = /design/flow/constraint.sdc
export NUM_CORES = 4
export LEC_CHECK = 1
export CORE_AREA = 10 10 70 70
export DIE_AREA = 0 0 80 80
```
**flow/constraint.sdc**
```tcl
current_design BitCounter

set clk_period 3.0
set clk_io_pct 0.2

create_clock -name clk0 -period $clk_period

set non_clock_inputs [all_inputs -no_clocks]
set_input_delay [expr $clk_period * $clk_io_pct] -clock clk0 $non_clock_inputs
set_output_delay [expr $clk_period * $clk_io_pct] -clock clk0 [all_outputs]
```
==> results.yml <==
# yosys + openroad results
finish:
  flop_area_um2: 0
  ff_count: 0
  instances_no_fill: 184
  drive_gt1_frac: 0.464
  n_clock_buffer: 0
  synthToLayoutAreaGrowth_pct: 68.8
synth:
  synth.area.mux_share: 0.0299
  ys_top_logic_family: "AND-OR/OR-AND gates"
  yosysTopAreaCell: "ha_1"
  synth-xor-area-share: 0.247
  yosys_area_um2: 754
  yosysWarnings: 1
  top_area_frac: 0.133
  ys_sh_adder: 0.133
  synth_cells: 96
  synthSimpleGateAreaFrac: 0.242
  area_leaders: "ha_1 13%, xnor2_1 10%, xor2_1 7.0%, a21oi_1 4.0%, nand2_1 4.0%"
  yosysUniqueCellTypes: 40
  common_cells: "9 x xnor2_1, 8 x ha_1, 8 x nand2_1"
  synthAoiAreaFrac: 0.262
  avgSynthCellArea_um2: 7.86
  yosysSeqAreaShare: 0
  synthesis.area_um2: 754
  ys_cells: 96
  yosysMostFrequentCell: "xnor2_1"
power_and_ir_drop:
  seqPwrFrac: 0
  ir_worst_vdd_mv: 0.0893
  power_density_mw_per_mm2: 315
  combPwrFrac: 1.000
  total_power_mw: 0.401
  internal_power_mw: 0.237
  swShare: 0.408
  p_clk_frac: 0
  p_sw_mw: 0.164
  leakagePower_nw: 0.581
route:
  avgRoutedWirePerCell_um: 10.2
  n_antenna_cell: 0
  viasPerCell: 4.32
  ant_nets: 0
  vias: 794
  drt-total-wl_um: 1880
  met3_length_um: 46
  met2WireLength_um: 798
  drt-initial-drc-count: 30
  highest_layer: "met3"
  drc: 0
  drt-met1-wl_um: 1040
  first_pass_iters: 4
sta:
  drv_slew: 0
  max_freq_ghz: 0.245
  setup_viol: 3
  tightest_slew_ns: 0.295
  setup_tns_ns: -3.21
  worst_slack_ns: -1.08
  fin_crit_sh: 1.36
  slew-limit-headroom: 0.803
  rsz0062_at_grt: "true"
  period_minus_slack_ns: 4.08
  holdWs_ns: 2.05
  hold_viol_final: 0
floorplanning:
  die.size.y_um: 80
  fp.dieW_um: 80
  num_io_pins: 12
  dieArea_mm2: 0.00640
  fp_util: 0.221
  core_mm2: 0.00342
  rows: 21
job:
  cap_violations: 0
  warnings: 38
status:
  status: "complete, but fails checks"
  failed_checks: "negative setup slack"
global_routing:
  track_usage: 0.0614
  grt-ovfl-total: 0
  grt_max_degree: 11
  grt_pass1_vias: 773
  grt_first_pass_wirelength_um: 3440
  antenna_found_initial: 0
setup_path:
  crit_required_ns: 2.40
  cp_cell_sequence: "buf_8 -> ha_4 -> and2b_1 -> a21oi_2 -> xor2_1 -> a21oi_1 -> ha_1 -> a21oi_2 -> o31ai_2 -> buf_4 -> nand3_2 -> a32oi_2 -> ha_2 -> xor2_1 -> or3_1 -> a21oi_1 -> o211a_1 -> xor2_1 -> buf_2"
  max_stage_delay_ns: 0.31
  cpMostUsedCell: "xor2_1"
  cp_slowest_cell: "or3_1"
  worst_setup_path_end_kind: "primary output"
  crit_fanout: 3
  critPathTopFamily: "AND-OR/OR-AND gates"
  criticalPathCategory: "in -> out"
  start_kind: "input pin"
  arrival_ns: 3.48
  path_buffers: 3
min_path:
  min_path_type: "in -> out"
placed_design:
  port_buffers: 12
  dp.cells: 177
  dp_hpwl_um: 1600
  gp_congestion: 0.873
cts:
  hold_buffers: 0
[worst paths after layout]
| path | end | slack [ns] | depth (start not counted) | startpoint |
|---|---|---|---|---|
| max | numones[3] | -1.08 | 19 | inbyte[0] |
| min | numones[3] | 2.05 | 7 | inbyte[3] |
[kinds of logic (layout without fill, tap and decap cells)]
kind of cell    count (synthesis)  after routing
compound gates                 25             25
xor+xnor                       18             18
fa+ha+maj                       8              8
buf+inv                        11             53
mux                             2              2
simple gates                   32             32
[cell usage in the layout, fill, tap and decap left out, types with 3 or more instances in the layout]
master,synthesis,final
a21oi_1,6,4
xnor2_1,9,6
ha_1,8,4
nand2_1,8,7
nor2_1,4,4
xor2_1,6,6
nand2b_1,3,3
buf_2,1,3
nand3_1,4,3
nor2b_1,3,3
xnor2_2,1,3
clkdlybuf4s50_1,0,3
inv_1,6,4
ha_4,0,3
buf_4,2,33
[worst min-delay path, cell delays in order]
cell and delay, ns:
clkdlybuf4s15_2 0.23, buf_4 0.18, nand3_1 0.09, nand4_1 0.09
nand3_1 0.10, xor2_1 0.06, buf_2 0.11
[metal layers]
metal	track usage	vias to the layer above
li1	-	433
met1	0.0997	355
met2	0.0891	6
met3	0.00455	0
met4	0	0
met5	0	-
[metrics by stage]
step / instance area (um2) / utilization / setup WS [ns]
floorplan: 827 / - / -0.743
global placement: 1170 / 0.343 / -2.02
detailed placement: 1170 / 0.343 / -2.02
CTS: 1260 / 0.370 / -1.13
global route: 1270 / 0.373 / -1.30
finish: 1270 / 0.373 / -1.08
[power by group through the flow]
stage     clock network (mW)  registers [mW]  logic, mW
5_1_grt                    0               0      0.447
6_report                   0               0      0.401
4_1_cts                    0               0      0.402
[layout make-up]
| type | count | area, um2 |
|---|---|---|
| fill | 353 | 2140 |
| inverter | 6 | 32.5 |
| multi-input combinational | 85 | 798 |
| tap | 46 | 57.6 |
| timing repair buffer | 47 | 385 |
[timing repair]
item	4_1_cts	5_1_grt
pin swaps	14	6
endpoints found under the setup margin	4	4
gates resized	40	1
setup buffers	6	1
